===== /design/flow/constraint.sdc =====
current_design booth_multiplier

set clk_period 6.5
set clk_io_pct 0.2

create_clock -name clk0 -period $clk_period

set non_clock_inputs [all_inputs -no_clocks]
set_input_delay [expr $clk_period * $clk_io_pct] -clock clk0 $non_clock_inputs
set_output_delay [expr $clk_period * $clk_io_pct] -clock clk0 [all_outputs]

===== /design/flow/design.v =====
`timescale 10ns / 1ps
module Naddr(a,b,s,ci,co);
parameter N=8;
input[N-1:0] a;
input[N-1:0] b;
output[N-1:0] s;
input ci;
output co;
wire co;
integer i;
reg[N-1:0] s;
reg[N:0] c;
assign co = c[N];
always @(*)
begin
	c[0] = ci;
	for(i=0;i<=N-1;i=i+1)
	begin
		s[i] = a[i]^b[i]^c[i];
		c[i+1] = a[i]&&b[i]||a[i]&&c[i]||b[i]&&c[i];
	end
end
endmodule
`timescale 10ns / 1ps
module boothEncode(A,d);
input[2:0] A;
output reg[2:0] d;
always @(*)
begin
	case(A)
		3'B000: d = 3'b000;
		3'B001: d = 3'b001;
		3'B010: d = 3'b001;
		3'B011: d = 3'b010;
		3'B100: d = 3'b110;
		3'B101: d = 3'b111;
		3'B110: d = 3'b111;
		3'B111: d = 3'b000;
	endcase
end
endmodule
`timescale 10ns / 1ps
module booth_multiplier(A,B,P);
	input[15:0] A,B;
	output[31:0] P;
	wire[2:0] d0,d1,d2,d3,d4,d5,d6,d7;
	boothEncode boothEncode0(.A({A[1],A[0],1'b0}),.d(d0));
	boothEncode boothEncode1(.A({A[3],A[2],A[1]}),.d(d1));
	boothEncode boothEncode2(.A({A[5],A[4],A[3]}),.d(d2));
	boothEncode boothEncode3(.A({A[7],A[6],A[5]}),.d(d3));
	boothEncode boothEncode4(.A({A[9],A[8],A[7]}),.d(d4));
	boothEncode boothEncode5(.A({A[11],A[10],A[9]}),.d(d5));
	boothEncode boothEncode6(.A({A[13],A[12],A[11]}),.d(d6));
	boothEncode boothEncode7(.A({A[15],A[14],A[13]}),.d(d7));
	wire[17:0] P7,P6,P5,P4,P3,P2,P1,P0;
	subMultiply subMultiply0(.B(B),.d(d0),.P(P0));
	subMultiply subMultiply1(.B(B),.d(d1),.P(P1));
	subMultiply subMultiply2(.B(B),.d(d2),.P(P2));
	subMultiply subMultiply3(.B(B),.d(d3),.P(P3));
	subMultiply subMultiply4(.B(B),.d(d4),.P(P4));
	subMultiply subMultiply5(.B(B),.d(d5),.P(P5));
	subMultiply subMultiply6(.B(B),.d(d6),.P(P6));
	subMultiply subMultiply7(.B(B),.d(d7),.P(P7));
	subSum subSum0(.P7(P7),.P6(P6),.P5(P5),.P4(P4),.P3(P3),.P2(P2),.P1(P1),.P0(P0),.P(P));
endmodule
`timescale 10ns / 1ps
module subMultiply(B,d,P);
input[15:0] B;
input[2:0] d;
output reg[17:0] P;
always @(*)
begin
	case(d)
		3'b000: P = 18'b0; 
		3'b001: P = {B[15],B[15],B};
		3'b010: begin
			P = {B[15],B[15],B}<<1;
		end
		3'b110:begin
			P = ((~{B[15],B[15],B})+1)<<1;
		end
		3'b111:begin
			P = (~{B[15],B[15],B})+1;
		end
	endcase
end
endmodule
`timescale 10ns / 1ps
module subSum(P7,P6,P5,P4,P3,P2,P1,P0,P);
input[17:0] P7,P6,P5,P4,P3,P2,P1,P0;
output[31:0] P;
wire[19:0] P01,P23,P45,P67;
Naddr #(.N(20)) Naddr0(.a({P0[17],P0[17],P0}),.b({P1,2'b0}),.s(P01),.ci(1'b0),.co());
Naddr #(.N(20)) Naddr1(.a({P2[17],P2[17],P2}),.b({P3,2'b0}),.s(P23),.ci(1'b0),.co());
Naddr #(.N(20)) Naddr2(.a({P4[17],P4[17],P4}),.b({P5,2'b0}),.s(P45),.ci(1'b0),.co());
Naddr #(.N(20)) Naddr3(.a({P6[17],P6[17],P6}),.b({P7,2'b0}),.s(P67),.ci(1'b0),.co());
wire[23:0] P0123,P4567;
Naddr #(.N(24)) Naddr4(.a({P01[19],P01[19],P01[19],P01[19],P01}),.b({P23,4'b0}),.s(P0123),.ci(1'b0),.co());
Naddr #(.N(24)) Naddr5(.a({P45[19],P45[19],P45[19],P45[19],P45}),.b({P67,4'b0}),.s(P4567),.ci(1'b0),.co());
Naddr #(.N(32)) Naddr6(.a({{8{P0123[23]}},P0123}),.b({P4567,8'b0}),.s(P),.ci(1'b0),.co());
endmodule

===== /design/flow/config.mk =====
export PLATFORM = sky130hd
export DESIGN_NAME = booth_multiplier
export DESIGN_NICKNAME = booth_multiplier
export VERILOG_FILES = /design/flow/design.v
export SDC_FILE = /design/flow/constraint.sdc
export NUM_CORES = 4
export LEC_CHECK = 1
export CORE_UTILIZATION = 30

===== /design/flow/run.sh =====
#!/bin/bash
# OpenROAD 26Q1-2900-gdf79404cd8, Yosys 0.63+post, stock flow scripts
make -C /OpenROAD-flow-scripts/flow DESIGN_CONFIG=/design/flow/config.mk WORK_HOME=/design/flow/orfs finish

==> flow_summary.toml <==
# synthesis and place-and-route metrics
[final_timing]
hold_violations = 0
unclocked_pins = 144
tightest_slew_ns = 0.963
setup_viol = 25
untimed_endpoints = 144
maxSlewViolCount = 0
rsz0062_at_grt = "true"
clock.fmax_mhz = 72.2
fin_ws_ns = -7.35
slew_headroom_pct = 35.3
period_minus_slack_ns = 13.85
finalClockPeriodUsage_pct = 213

[setup_path]
worst_ep_required_time_ns = 5.20
critPathCapture = "P[30]"
cpMostUsedCell = "fa_2"
start_kind = "input pin"
crit_start = "B[1]"
cp.arrival_ns = 12.55
slowest_stage = "fa_2"
crit_fanout = 8
crit_type = "in -> out"
crit_path_max_incr_delay_ns = 0.54
crit_path_end_kind = "output pin"

[floorplan]
rows = 68
dieArea_mm2 = 0.0359
coreArea_mm2 = 0.0345
die_w_um = 190
ios = 64
fp_util_pct = 30.5
die_y_um = 190

[clock_network]
hold_buffers = 0

[flow_run]
maxCapViolations = 0
warning_count = 49

[outcome]
violations = "negative setup slack"
status = "finished with violations"

[logic_synthesis]
yosysUniqueCellTypes = 63
syn_inst = 1355
flop_cell = "dlxtn_1"
postSynth.asyncResetShare_pct = 0
yosysWarnings = 5
avgSynthCellArea_um2 = 7.78
yosys_cells = 1355
numSynthFlops = 144
synth-edff-count = 0
syn-cell-area_mm2 = 0.0105
yosysChipArea_mm2 = 0.0105

[placed_design]
dp_hpwl_um = 25000
io_buffers = 64
gp_congestion = 0.930
dpl_worst_slack_ns = -8.80

[pwr]
p_leak_nw = 5.31
power_frac_seq_pct = 7.2
vdd_ir_drop_max_uv = 70.7
clkPwrFrac_pct = 0
swShare_pct = 50.4
power_switching_mw = 0.720
p_int_mw = 0.707
power_density_mw_per_mm2 = 119
pwr-share-comb_pct = 92.8

[routing]
drtAntennaViolNets = 0
first_pass_iters = 6
wl_per_cell_um = 18.3
diodes = 0
drt_wl_total_um = 33400
drc = 0
drtIter0Drc = 798
vias = 9508
via_per_inst = 5.20

[global_routing]
grt_start_max_net_pins = 40
grt_pass1_vias = 9032
grt.total_usage_pct = 19.7
grt_first_pass_wirelength_um = 52600
grt.overflow.total = 0
antenna_found_initial = 0

[finish]
syn2layout_area_growth_pct = 13.7
drive_above_1_share_pct = 15.7
==> cell families after synthesis <==
logic type / after synthesis / synth area share, %
other: 1 / 0.0356
and+or+nand+nor: 275 / 12.0
muxes: 32 / 3.10
buffers and inverters: 338 / 12.5
xor gates and xnor gates: 50 / 4.47
latches: 144 / 20.5
adders and majority gates: 141 / 24.6
AOI/OAI and AO/OA: 374 / 22.8
==> synthesized netlist by cell type, types with 5 or more instances <==
cell type	n	share of area, %
o2bb2ai_1	6	0.50
a31oi_1	12	0.71
nand2_1	125	4.4
inv_1	206	7.3
nand2b_1	6	0.36
nor2_1	73	2.6
buf_1	6	0.21
clkbuf_1	99	3.5
xnor2_1	37	3.1
a22o_1	10	0.83
xor2_1	10	0.83
clkinv_1	7	0.25
dlxtn_1	144	20
or2_2	7	0.42
a22oi_1	5	0.36
buf_2	13	0.62
mux2i_1	29	2.8
a21o_1	13	0.93
a221oi_1	86	7.1
a21oi_1	114	5.4
o21ai_0	98	4.7
fa_1	110	21
nor3_1	20	0.95
o22ai_1	5	0.30
and2_1	12	0.71
ha_1	31	3.7
==> state kept, by name, indices dropped and copies added, names as in the netlist <==
register	cells
subMultiply4.P	18
subMultiply1.P	18
subMultiply6.P	18
subMultiply7.P	18
subMultiply3.P	18
subMultiply2.P	18
subMultiply5.P	18
subMultiply0.P	18
==> stage by stage <==
stage                     power, mW  std cells  util [%]  TNS, ns  cell area, um^2
after floorplan               0.859       1372         -   -99.80            10800
after global placement         1.46       1819      34.3  -154.61            11900
after detailed placement       1.46       1819      34.3  -155.05            11900
after CTS                      1.41       1822      34.5  -117.77            11900
after global routing           1.60       1827      34.7  -124.82            12000
final                          1.43       1827      34.7  -118.23            12000
==> layout by cell type, fill, tap and decap left out, types with 6 or more instances in the layout <==
master,instances
mux2i_1,27
a21oi_1,114
dlxtn_1,143
clkinv_1,7
nor3_1,20
and2_1,12
clkdlybuf4s50_1,30
inv_2,39
xnor2_2,6
nor2_1,71
a221oi_1,86
buf_4,50
buf_6,10
o2bb2ai_1,6
fa_1,68
conb_1,18
fa_2,42
ha_1,28
or2_2,6
buf_2,24
a31oi_1,12
nand2_1,125
xnor2_1,32
inv_1,165
a22o_1,10
xor2_1,10
o21ai_0,95
a21o_1,13
==> timing repair <==
item	4_1_cts	5_1_grt
resized	168	30
pin swaps	6	6
endpoints found under the setup margin	28	27
cloned	4	0
setup buffers	2	6
==> power groups by stage <==
stage	Combinational [mW]	Sequential (mW)	Clock [mW]
after CTS	1.31	0.103	0
after global routing	1.50	0.106	0
final	1.32	0.103	0
==> critical path, delay by kind of cell <==
kind | cells | cell delay [ns]
fa+ha+maj | 22 | 7.68
xor+xnor | 2 | 0.28
compound gates | 2 | 0.16
simple gates | 6 | 1.69
buf+inv | 10 | 0.87
latches | 1 | 0.37
mux | 1 | 0.16
==> metal layers <==
metal / global-route usage [%] / share of wire (%) / vias up
met1: 29.9 / 44 / 4489
met5: 0.549 / 0 / -
li1: - / - / 4516
met3: 4.92 / 10 / 57
met2: 28.6 / 43 / 446
met4: 4.84 / 3.2 / 0
==> cell type report <==
class,instances,area [um^2]
Fill cell,3586,22600
Multi-Input combinational cell,890,7340
Sequential cell,144,2160
Timing Repair Buffer,124,1080
Inverter,213,828
Tap cell,455,569
Timing Repair inverter,1,3.75
No activity file was given, so power comes from the tool's default toggle rates.
