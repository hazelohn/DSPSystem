## flow/config.mk

```make
export PLATFORM = sky130hd
export DESIGN_NAME = SelTWtoO
export DESIGN_NICKNAME = SelTWtoO
export VERILOG_FILES = /design/flow/design.v
export SDC_FILE = /design/flow/constraint.sdc
export NUM_CORES = 4
export LEC_CHECK = 1
export CORE_AREA = 10 10 210 210
export DIE_AREA = 0 0 220 220
```

## flow/constraint.sdc

```tcl
current_design SelTWtoO

set clk_period 12.2
set clk_io_pct 0.2

create_clock -name clk0 -period $clk_period

set non_clock_inputs [all_inputs -no_clocks]
set_input_delay [expr $clk_period * $clk_io_pct] -clock clk0 $non_clock_inputs
set_output_delay [expr $clk_period * $clk_io_pct] -clock clk0 [all_outputs]
```

## flow/design.v

```verilog
module SelTWtoO(selQ,sel,x0,x1,x2,x3,x4,x5,x6,x7,x8,x9,x10,x11,x12,x13,x14,x15,x16,x17,x18,x19,x20,x21,x22,x23
,x24,x25,x26,x27,x28,x29,x30,x31);
input[4:0] sel;
input[15:0] x0,x1,x2,x3,x4,x5,x6,x7,x8,x9,x10,x11,x12,x13,x14,x15,x16,x17,x18,x19,x20,x21,x22,x23
,x24,x25,x26,x27,x28,x29,x30,x31;
output reg[15:0] selQ;
always @(*)
begin
	case(sel)
		5'b00000: selQ = x0;
		5'b00001: selQ = x1;
		5'b00010: selQ = x2;
		5'b00011: selQ = x3;
		5'b00100: selQ = x4;
		5'b00101: selQ = x5;
		5'b00110: selQ = x6;
		5'b00111: selQ = x7;
		5'b01000: selQ = x8;
		5'b01001: selQ = x9;
		5'b01010: selQ = x10;
		5'b01011: selQ = x11;
		5'b01100: selQ = x12;
		5'b01101: selQ = x13;
		5'b01110: selQ = x14;
		5'b01111: selQ = x15;
		5'b10000: selQ = x16;
		5'b10001: selQ = x17;
		5'b10010: selQ = x18;
		5'b10011: selQ = x19;
		5'b10100: selQ = x20;
		5'b10101: selQ = x21;
		5'b10110: selQ = x22;
		5'b10111: selQ = x23;
		5'b11000: selQ = x24;
		5'b11001: selQ = x25;
		5'b11010: selQ = x26;
		5'b11011: selQ = x27;
		5'b11100: selQ = x28;
		5'b11101: selQ = x29;
		5'b11110: selQ = x30;
		5'b11111: selQ = x31;
	endcase
end
endmodule
```

## flow/run.sh

```bash
#!/bin/bash
# OpenROAD 26Q1-2900-gdf79404cd8, Yosys 0.63+post, stock flow scripts
make -C /OpenROAD-flow-scripts/flow DESIGN_CONFIG=/design/flow/config.mk WORK_HOME=/design/flow/orfs finish
```

==> results.py <==
# Physical implementation metrics
metrics = {
    "grt": {
        "antenna_found_initial": 22,
        "grt_pass1_vias": 8618,
        "grt_pass1_wl_um": 65400,
        "grt_overflow": 0,
        "grt_max_degree": 49,
        "track_usage_pct": 19.2,
    },
    "power_and_ir_drop": {
        "cellPowerDensity_nw_per_um2": 33.1,
        "switching_share_pct": 37.2,
        "pwr-share-comb_pct": 100.0,
        "seqPwrFrac_pct": 0,
        "leakage_uw": 0.00377,
        "vdd_drop_max_mv": 0.0163,
        "cellInternalPower_uw": 213,
        "power_frac_clock_pct": 0,
        "p_switching_uw": 126,
    },
    "floorplanning": {
        "chip_area_um2": 48400,
        "io_pins": 533,
        "die_x_um": 220,
        "coreArea_um2": 39600,
        "die_y_um": 220,
        "std_cell_rows": 73,
        "initCoreUtil_pct": 11.4,
    },
    "drt": {
        "antenna_left": 0,
        "first_pass_iters": 5,
        "drt_iter0_drc": 775,
        "drcViolationCount": 0,
        "drt_wl_total_um": 49200,
        "vias": 8019,
        "routedWlPerCell_um": 29.7,
        "vias_per_cell": 4.84,
    },
    "logic_synthesis": {
        "ys_warn_count": 1,
        "netlist.area_leader.share_pct": 15.9,
        "area_leaders": "nand3_1 16%, mux2_2 7.7%, mux2i_1 7.5%",
        "syn-cell-area_um2": 4510,
        "postSynthCellCount": 657,
        "yosys_cells": 657,
        "yosysSeqAreaShare_pct": 0,
        "top_cells_by_count": "143 x nand3_1, 52 x nand4_1, 46 x and3_1, 40 x a22oi_1, 39 x buf_2",
        "most_common_cell": "nand3_1",
        "synth_area_leader_cell": "nand3_1",
        "ys_chip_area_um2": 4510,
        "synth_cell_types": 57,
        "avgSynthCellArea_um2": 6.86,
    },
    "clock_tree": {
        "post_cts_buffers": 0,
        "cts_resized": 0,
        "cts_hold_buffers": 0,
    },
    "cells_and_area": {
        "regArea_um2": 0,
        "fin_cells": 1657,
        "layout-drive-gt1-share_pct": 7.81,
        "clkbuf_count": 0,
        "flops": 0,
        "area_growth_pct": 128,
    },
    "setup_path": {
        "critPathMostFrequentCell": "buf_4",
        "critPathKind": "input port to output port",
        "slowest_stage": "or4_1",
        "cp_max_fo": 35,
        "cp_data_required_time_ns": 9.76,
        "cp_num_buf_inv": 5,
        "worstPathArrival_ns": 6.01,
        "cp-start-kind": "input port",
        "crit_chain": "buf_2 > buf_4 > nor2_4 > buf_4 > nand2_2 > buf_4 > nand4_1 > or4_1 > o22a_1 > clkdlybuf4s50_1",
        "critPathTopFamily": "buffers and inverters",
        "max_stage_delay_ns": 0.61,
        "cp.depth": 10,
        "worstSetupEndpointType": "output port",
    },
    "flow_run": {
        "drv_cap": 0,
        "tool_warnings": 32,
    },
    "hold_path": {
        "hp-class": "input port to output port",
        "min_path_cells": 4,
    },
    "timing": {
        "setup_viol": 0,
        "fmaxAchievable_ghz": 0.118,
        "hold_viol_final": 0,
        "slew_viol_final": 0,
        "period_minus_slack_ns": 8.45,
        "finalCritPeriodShare_pct": 69.3,
        "setup_tns_ns": 0,
        "relSlewSlack_pct": 38.2,
        "worst_pin_slew_ns": 0.927,
        "rsz0062_at_grt": "no",
        "holdWs_ns": 5.86,
    },
    "place": {
        "io_buffers": 533,
        "place.detailed.hpwl_um": 41700,
        "gp_congestion": 0.940,
        "dp.cells": 1652,
    },
    "run_status": {
        "status": "finished, final reports clean",
    },
}
==> cell usage in the layout, fill, tap and decap left out, drive strengths merged, types with 15 or more instances in the layout <==
cell type / n
clkdlybuf4s50: 528
nand3: 143
nand4: 52
and3: 46
mux2: 43
a22oi: 42
mux2i: 34
buf: 31
a2bb2oi: 24
nand2: 16
o22ai: 15
==> power by group through the flow <==
| stage | Combinational (uW) | Clock (uW) | Sequential [uW] |
|---|---|---|---|
| 6_report | 340 | 0.0000551 | 0 |
| 5_1_grt | 360 | 0.0000331 | 0 |
| 4_1_cts | 343 | 0 | 0 |
==> routing by layer <==
layer / track usage (%) / part of all wire (%) / vias up
met1: 23.7 / 40 / 3728
met2: 32.4 / 48 / 548
met3: 5.96 / 10 / 72
li1: - / - / 3641
met4: 3.24 / 1.7 / 30
met5: 0 / 0.41 / -
==> worst paths after layout <==
kind   start       end
max   sel[2]   selQ[5]
min   x0[13]  selQ[13]
==> kinds of logic after synthesis <==
kind of cell	synth area share, %
AOI/OAI and AO/OA	28.6
buffers and inverters	10.6
and+or+nand+nor	41.8
muxes	19.0
==> stage by stage <==
step	util, %	total power [uW]	instance area, um2	worst slack (ns)
2_1_floorplan	-	97.3	4510	5.86
3_3_place_gp	25.9	342	10300	3.73
3_5_place_dp	25.9	341	10300	3.68
4_1_cts	25.9	343	10300	3.68
5_1_grt	25.9	360	10300	3.48
6_report	25.9	340	10300	3.75
==> layout make-up <==
type,count,area [um2]
well taps,525,657
fillers,4307,29400
multi-input cells,566,4090
repair buffers,559,5510
inverters,2,7.51
diodes,5,12.5
Power and IR drop assume default switching activity.
