<file path="flow/config.mk">
export PLATFORM = sky130hd
export DESIGN_NAME = signalGenerate
export DESIGN_NICKNAME = signalGenerate
export VERILOG_FILES = /design/flow/design.v
export SDC_FILE = /design/flow/constraint.sdc
export NUM_CORES = 4
export LEC_CHECK = 1
export CORE_AREA = 10 10 70 70
export DIE_AREA = 0 0 80 80
</file>
<file path="flow/design.v">
module signalGenerate(RisingTone,n,factor1,factor2,stage1,smooth,NextAddr);
input RisingTone;
input[9:0] n;
output[7:0] factor2,factor1;
output stage1;
output smooth;
output[9:0] NextAddr;
assign stage1 = ~n[9]||(~|n[8:0]) ;
assign smooth = RisingTone?(~stage1)&&(n[9:6]==8):~stage1;
assign factor2 = RisingTone?{n[5:0],2'b00}:n[7:0];
assign factor1 = ~factor2+1;
assign NextAddr = RisingTone?(n+(~192)+1):(n+256);
endmodule
</file>
<file path="flow/run.sh">
#!/bin/bash
# OpenROAD 26Q1-2900-gdf79404cd8, Yosys 0.63+post, stock flow scripts
make -C /OpenROAD-flow-scripts/flow DESIGN_CONFIG=/design/flow/config.mk WORK_HOME=/design/flow/orfs finish
</file>
<file path="flow/constraint.sdc">
current_design signalGenerate

set clk_period 2.8
set clk_io_pct 0.2

create_clock -name clk0 -period $clk_period

set non_clock_inputs [all_inputs -no_clocks]
set_input_delay [expr $clk_period * $clk_io_pct] -clock clk0 $non_clock_inputs
set_output_delay [expr $clk_period * $clk_io_pct] -clock clk0 [all_outputs]
</file>
==> run summary <==
State of the implementation.

- The run finished with clean final reports.
- The first TritonRoute pass finished after 3 iterations.
- The final weighted congestion in routability-driven placement is 0.846, for reference.
- The detail route stage leaves a number of antenna-violating nets equal to 0.
- The endpoint of the worst hold-timing path is NextAddr[3], for reference.
- The post-CTS repair timing setup buffer count is 0, for reference.
- The finished layout holds 165 standard cells, fillers aside.
- For this design, the slowest cell found on the critical path is sky130_fd_sc_hd__clkdlybuf4s50_1.
- The number of maximum-capacitance violations recorded for the run is 0.
- The total global routing overflow is 0, for reference.
- The total inserted antenna cells is 0, for reference.
- The synthesized area is 479 um^2, for reference.
- The post-synthesis cell count from yosys is 74, for reference.
- The static power due to leakage is 0.000456 uW, for reference.
- The die is 80 um wide.
- The first-iteration detailed-routing DRC count is 7, for reference.
- Measured on the finished design, the core utilization comes to 28.7%.
- Of the cells placed in the final design, the portion with a size suffix greater than 1 is 17.6%.
- The slew of the pin with the lowest slew margin is 0.308 ns, for reference.
- The synthesized-area fraction occupied by adder cells is 10.4%, for reference.
- Entering global routing, the biggest net connects 12 pins.
- Yosys shows that the main logic family after synthesis is simple AND/OR/NAND/NOR gates.
- The arrival time of data at the worst endpoint is listed as 2.11 ns.
- The last timing report of the flow puts the setup violation total at 0.
- Along the worst path, the maximum fanout reaches 7.
- Counting distinct cell types in the post-synthesis netlist gives 28.
- The quantity of hold-fixing buffers added after cts is 0, for reference.
- The initial utilization of the core area, before any placement, comes to 14.0%.
- The shortest period the worst path allows is 2.67 ns, for reference.
- The final period utilization is 95.3%, for reference.
- The xor/xnor share of the synthesized area is 12.8%, for reference.
- The placement row count is 21, for reference.
- The type of the tightest min-delay check is in2out, for reference.
- The number of buffers inserted by port buffering is 39, for reference.
- The critical path's most frequent cell is sky130_fd_sc_hd__clkdlybuf4s50_1, for reference.
- The worst hold path begins at n[3].
- The routed design shows a wire length per standard cell of 11.1 um.
- The warning total across the stage logs is 33, for reference.
- The core box area is 0.00342 mm^2, for reference.
- After Yosys synthesis, and, or, nand and nor cells account for 32.6% of the synthesized area.
- The first global-routing pass estimated 3.05 mm of wire.
- The final-report max-slew violation count is 0, for reference.
- The post-synthesis to final-layout area growth is 104%, for reference.
- The routed design has 1.84 mm of wire.
- For this run the detailed placement stage logged an HPWL of 1.68 mm.
- The total global routing track utilization is 5.77%, for reference.
- The cell family with the largest share of critical-path delay is buffers and inverters, for reference.
- The number of buffers and inverters on the critical path is 2.
- The highest ir drop seen on vdd is 0.0531 mV, for reference.
- Counting the warning lines in the Yosys log gives 0.
- Power comes to 150 uW.
- The number of top-level design ports is 39, for reference.
- The number of antenna violations at the first check in global routing is 0, for reference.
- The post-synthesis share of cell area spent on and-or and or-and gates is 16.7%, for reference.
- The synthesized instance count is 74.
- The critical setup path kind is in2out, for reference.
- Walking the worst path, the cells encountered are clkdlybuf4s50_1, nor2b_1, a21oi_1, o221a_2, clkdlybuf4s50_1.
- Per the OpenROAD floorplan log, the area of the die is 0.00640 mm^2.
- The worst-case max-slew headroom was logged as 79.5%.
- The delay of the slowest cell on the worst path is 0.60 ns, for reference.
- The highest achievable clock rate is 375 MHz, for reference.
- The power per cell area is 153 mW/mm^2, for reference.
- The number of global-route vias before repair is 653, for reference.
- The script parses the final routing iteration and logs DRC violations as 0.
- The detailed router placed 622 vias in this run.
- Setup repair after global routing left no endpoint under its margin.
- There are 0 flip-flops and latches.
- The average cell area after synthesis is 6.48 um^2, for reference.
- Measured along the y axis, the die boundary spans 80 um.
- The required arrival time at the worst endpoint is 2.24 ns, for reference.
- Per the layout report, the design carries 386 filler cells.
- Per the placement report, the placed cell count is 165.
- After routing, the total negative slack on setup checks comes to 0 ns.
- The worst hold path passes through 2 cells.
- The area used by sequential logic in the layout is 0 um^2, for reference.
- The number of vias per cell after detailed routing is 3.77, for reference.
- The worst setup path is launched from a primary input.
- Multiplexer cells account for 6.53% of the synthesized area.
- Sequential elements use 0% of the synthesized area.
- The category of the worst setup path capture point is a primary output, for reference.
- Clock buffers in the final layout number 0.
- The final hold violation count is 0, for reference.
- According to the Yosys statistics, the synthesized design has a chip area of 479 um^2.
==> cell type report <==
| type | count | area (um^2) | share of cell area (%) |
|---|---|---|---|
| inverter | 7 | 26.3 | 2.68 |
| tap | 46 | 57.6 | 5.87 |
| timing repair buffer | 55 | 510 | 52.1 |
| multi-input combinational | 57 | 385 | 39.3 |
==> cells in the mapped netlist <==
cell                        instances  area [um^2]
sky130_fd_sc_hd__nand4b_1           1         8.76
sky130_fd_sc_hd__o21ai_0            6         30.0
sky130_fd_sc_hd__nor2b_1            2         12.5
sky130_fd_sc_hd__buf_2              1         5.00
sky130_fd_sc_hd__clkbuf_2           1         5.00
sky130_fd_sc_hd__o2111ai_1          1         8.76
sky130_fd_sc_hd__nand2_1           10         37.5
sky130_fd_sc_hd__or3_4              1         11.3
sky130_fd_sc_hd__nand2b_1           3         18.8
sky130_fd_sc_hd__nor3_1             2         10.0
sky130_fd_sc_hd__nor2_1             5         18.8
sky130_fd_sc_hd__mux2i_1            2         20.0
sky130_fd_sc_hd__and3_1             2         12.5
sky130_fd_sc_hd__nand3_1            1         5.00
sky130_fd_sc_hd__ha_1               4         50.1
sky130_fd_sc_hd__o221a_2            1         11.3
sky130_fd_sc_hd__nor3b_1            2         15.0
sky130_fd_sc_hd__buf_6              1         11.3
sky130_fd_sc_hd__a21oi_1            2         10.0
sky130_fd_sc_hd__o21ai_1            1         5.00
sky130_fd_sc_hd__mux2_2             1         11.3
sky130_fd_sc_hd__and2_1             1         6.26
sky130_fd_sc_hd__o211ai_1           1         7.51
sky130_fd_sc_hd__a21o_1             1         7.51
sky130_fd_sc_hd__buf_4              7         52.6
sky130_fd_sc_hd__inv_1              7         26.3
sky130_fd_sc_hd__xor2_1             5         43.8
sky130_fd_sc_hd__xnor2_1            2         17.5
==> kinds of logic after synthesis <==
family,Yosys count
AND-OR/OR-AND,13
XOR/XNOR,7
adder cells (fa/ha/maj),4
buffers and inverters,17
multiplexers,3
AND/OR/NAND/NOR,30
==> where the power goes <==
| part | total, uW | switching, uW | internal, uW |
|---|---|---|---|
| Sequential | 0 | 0 | 0 |
| Combinational | 150 | 48.4 | 102 |
| Clock | 0 | 0 | 0 |
| Total | 150 | 48.4 | 102 |
==> cell usage in the layout, fill, tap and decap left out, drive strengths merged, types with 3 or more instances in the layout <==
master         Yosys  layout
clkdlybuf4s50      0      33
buf                9      16
nand2             10      10
inv                7       7
o21ai              7       7
xor2               5       5
nor2               5       5
ha                 4       4
dlygate4sd2        0       4
nand2b             3       3
==> worst max-delay path by stage <==
stage	cells past startpoint	slack (ns)	start	endpoint
final	5	0.13	n[5]	factor1[5]
after global routing	6	0.02	RisingTone	factor1[4]
after CTS	7	0.02	n[6]	smooth
==> per-stage QoR <==
stage	instance area (um^2)	setup WS [ns]	hold WS (ns)
2_1_floorplan	479	0.621	1.14
3_3_place_gp	973	-0.0955	2.09
3_5_place_dp	973	-0.141	2.07
4_1_cts	972	0.0219	1.87
5_1_grt	980	0.0164	1.77
6_report	980	0.133	1.72
==> layer usage <==
metal	track usage (%)	vias up	routed length (um)
li1	-	331	-
met4	0	0	0
met5	0	-	0
met3	1.48	0	150
met2	10.3	20	888
met1	7.19	271	796
==> timing repair <==
item,4_1_cts,5_1_grt
gates resized,5,3
endpoints found under the hold margin,0,0
pin swaps,0,1
setup endpoints to repair,5,2
No activity file was given, so power comes from the tool's default toggle rates.
